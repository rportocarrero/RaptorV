==> flow/design.v <==
module RegisterFile (
    input [4:0] read_reg1,
    input [4:0] read_reg2,
    input [4:0] write_reg,
    input [31:0] write_data,
    input write_enable,
    output [31:0] read_data1,
    output [31:0] read_data2
);
reg [31:0] registers [31:0];
assign read_data1 = registers[read_reg1];
assign read_data2 = registers[read_reg2];
always @(posedge write_enable) begin
    if (write_reg != 5'b0) begin
        registers[write_reg] <= write_data;
    end
end
endmodule
==> flow/run.sh <==
#!/bin/bash
# OpenROAD 26Q1-2900-gdf79404cd8, Yosys 0.63+post, stock flow scripts
make -C /OpenROAD-flow-scripts/flow DESIGN_CONFIG=/design/flow/config.mk WORK_HOME=/design/flow/orfs finish
==> flow/config.mk <==
export PLATFORM = sky130hd
export DESIGN_NAME = RegisterFile
export DESIGN_NICKNAME = RegisterFile
export VERILOG_FILES = /design/flow/design.v
export SDC_FILE = /design/flow/constraint.sdc
export NUM_CORES = 4
export LEC_CHECK = 1
export CORE_UTILIZATION = 30
==> flow/constraint.sdc <==
current_design RegisterFile

set clk_period 7.9
set clk_io_pct 0.2

create_clock -name clk0 -period $clk_period [get_ports {write_enable}]

set non_clock_inputs [all_inputs -no_clocks]
set_input_delay [expr $clk_period * $clk_io_pct] -clock clk0 $non_clock_inputs
set_output_delay [expr $clk_period * $clk_io_pct] -clock clk0 [all_outputs]
==> summary.txt <==
yosys + openroad results -> initial antenna violation count 5, DR pass1 iterations 5, hpwl dp 87400 um, layer with the highest usage met2, Synth Instances 3324, Comb power frac 10.1%, kind of start point of the critical path primary input, WP data required 6.32 ns, per-cell routed wire length 27.5 um, NetSw 2.86 mW, count of final max-slew check failures 0, CP bufs+invs 3, slowest CP cell clkdlybuf4s50_1, mean post-synth cell area 14.6 um2, post-synthesis sequential area ratio 63.4%, area grow syn2layout 15.1%, cts repair resizes 0, total negative setup slack 0 ns, Synth Flop Type edfxtp_1, Sw Share 23.7%, Post-CTS Hold Buffers 0, DRC 0, CTS sink cnt 1024, leakage power 20.0 nW, die width 404 um, Num CTS Buffers 101, clk buf depth 3, GR Layer Usage met3 14.9%, via count 30900, Port Buffers 111, placer congestion estimate 0.854, peak supply drop 0.153 mV, Worst-path clk slew 0.06 ns, yosys cell count 3324, largest net degree at the start of global routing 96, WL final 156000 um, Mapped Area 0.0485 mm2, fillers 15100, Highest Clock Rate 159 MHz, most frequent CP cell clkdlybuf4s50_1, critical path endpoint category output pin, worst rel slew slack 39.8%, #FFs+latches synth 1024, postcts setup bufs 0, Largest Register registers, min cycle time layout 6.29 ns, Pwr Density 216 mW/mm2, FP Rows 147, final hold slack 1.70 ns, Top-area cell share 63.4%, Pre-Place Util 30.2%, ys async rst share 0%, CP cell instances clkdlybuf4s50_1, and2b_4, buf_12, a22o_1, nor3_1, a31oi_1, nand3_1, clkdlybuf4s50_1, final setup violation count 0, number of flip-flops under the largest register name 1024, GRT met1 Usage 23.9%, Cell Type Count 26, H-tree Lvls 3, commonest cells in the netlist 1024 x edfxtp_1, 1024 x mux2i_1, 320 x a22oi_1, Placeable Area 0.161 mm2, Layout Cells excl Fill 5689, TritonCTS clock tree done, Internal 9.18 mW, cell type with the largest total area edfxtp_1, register share of total power 51.1%, drt via density 5.43, Final Hold Violating Endpoints 0, Log Warnings 26, share of layout cells above drive strength 1 8.95%, Total Routing Usage GR 20.0%, Die Size 0.163 mm2, flip-flops with a built-in enable 1024, initial DRC count 2031, Clock power frac 38.8%, status complete, no violations, Antenna Cells 0, Slew @ Worst Pin 0.900 ns, Root Buffer clkbuf_16, Setup CP Type primary input to output pin, placed cells 5503, first-pass GRT wire length 221000 um, CP top delay family buffers and inverters, worst min path class primary input to flip-flop, vias in the first global route 31700, io pins 112, RSZ-0062 raised after global routing false, Final Cycle Share 79.6%, post-route ant nets 0, met2 Use GR 29.3%, global-route congestion overflow total 0, Syn. warnings 1, chip area in the Yosys report 0.0485 mm2, Crit path arrival time 4.71 ns, die height 404 um, CP max FO 49, max-cap violations 0, largest registers registers x1024, Area contributors post-synth edfxtp_1 63%, mux2i_1 21%, a22oi_1 5.0%, nand3_1 2.3%, a21oi_1 1.3%, worst stage delay on the critical path 0.63 ns
cells by family after synthesis:
logic type / Yosys count / share of synthesized area [%]
muxes: 1024 / 21.1
AOI/OAI and AO/OA: 544 / 7.85
and+or+nand+nor: 476 / 4.64
DFF: 1024 / 63.4
other: 1 / 0.00774
buffers and inverters: 255 / 2.92
power by group through the flow:
stage	Clock, mW	Combinational [mW]	Sequential (mW)
4_1_cts	4.73	1.21	6.15
5_1_grt	4.94	1.29	6.16
6_report	4.67	1.21	6.15
worst paths after layout:
path / from / depth (start not counted) / endpoint
setup / recovery: read_reg1[0] / 8 / read_data1[28]
hold / removal: write_data[28] / 2 / registers[25][28]
area by class of cell:
class                      count  area, um2  share of cell area [%]
clock buffer                 125       2680                    4.81
multi-input combinational   2076      16700                    30.0
sequential                  1024      30700                    55.1
clock inverter                61        470                   0.844
timing repair buffer         243       2440                    4.37
tap                         2160       2700                    4.85
cells in the final DEF, fill, tap and decap left out, types with 4 or more instances in the layout:
master           synthesis  final
nor2b_4                  0      4
nand4_1                 32     32
a22oi_1                320    320
nand2_1                131    130
clkinv_1                 0     33
clkdlybuf4s50_1          0    109
bufinv_16                0      7
clkbuf_16                0    104
a22o_1                  64     64
edfxtp_1              1024   1024
buf_12                   0     26
a21oi_1                128    128
clkinv_2                 0     14
mux2i_1               1024   1024
nor2_4                   0     34
clkbuf_1                98     21
nor3_1                  32     32
buf_4                   50    106
conb_1                   1     32
a31oi_1                 32     32
nand3_1                225    225
routing by layer:
layer	vias to the layer above	part of all wire, %
met1	15300	35
met3	282	18
met2	1830	45
met4	12	2.6
met5	-	0.086
li1	13500	-
stage by stage:
| stage | area, um2 | utilization (%) | setup WS [ns] | total power [mW] |
|---|---|---|---|---|
| final | 55800 | 34.7 | 1.61 | 12.0 |
| after global routing | 55800 | 34.7 | 1.52 | 12.4 |
| after CTS | 55800 | 34.7 | 1.69 | 12.1 |
| after detailed placement | 52600 | 32.8 | 1.69 | 7.48 |
| after global placement | 52600 | 32.8 | 1.72 | 7.47 |
| after floorplan | 48600 | - | 3.68 | 6.91 |
Power and IR drop assume default switching activity.
