==> flow/design.v <==
module SPI (
    input clk,
    input reset,
    input start,
    output reg miso,
    input mosi,
    output reg sclk,
    output reg cs
);
parameter IDLE = 2'b00, TRANSFER = 2'b01;
reg [1:0] state = IDLE;
reg [7:0] data_to_send = 8'h00;
reg [7:0] received_data = 8'h00;
integer i = 0;
always @(posedge clk or posedge reset) begin
    if (reset) begin
        state <= IDLE;
        data_to_send <= 8'h00;
        received_data <= 8'h00;
    end else begin
        case (state)
            IDLE: begin
                if (start) begin
                    state <= TRANSFER;
                    i <= 0;
                end
            end
            TRANSFER: begin
                sclk <= ~sclk;
                if (i < 8) begin
                    miso <= data_to_send[i];
                    received_data[i] <= mosi;
                    i <= i + 1;
                end else begin
                    state <= IDLE;
                end
            end
        endcase
    end
end
endmodule
==> flow/run.sh <==
#!/bin/bash
# OpenROAD 26Q1-2900-gdf79404cd8, Yosys 0.63+post, stock flow scripts
make -C /OpenROAD-flow-scripts/flow DESIGN_CONFIG=/design/flow/config.mk WORK_HOME=/design/flow/orfs finish
==> flow/config.mk <==
export PLATFORM = sky130hd
export DESIGN_NAME = SPI
export DESIGN_NICKNAME = SPI
export VERILOG_FILES = /design/flow/design.v
export SDC_FILE = /design/flow/constraint.sdc
export NUM_CORES = 4
export LEC_CHECK = 1
export CORE_UTILIZATION = 40
==> flow/constraint.sdc <==
current_design SPI

set clk_period 6.9
set clk_io_pct 0.2

create_clock -name clk0 -period $clk_period [get_ports {clk}]

set non_clock_inputs [all_inputs -no_clocks]
set_input_delay [expr $clk_period * $clk_io_pct] -clock clk0 $non_clock_inputs
set_output_delay [expr $clk_period * $clk_io_pct] -clock clk0 [all_outputs]
==> Flow_metrics.wiki <==
== Implementation results ==
{| class="wikitable"
! Metric !! Value
|-
| Outcome || completed
|-
| Total routed wirelength || 3980 microns
|-
| Power share of the clock group || 0.233
|-
| TritonCTS buffer count || 5
|-
| Kind of end point of the critical path || flop
|-
| Insertion delay of the later-clocked pin in the worst-skew pair || 0.29 ns
|-
| Layout overhead on the synthesized area || 10.4%
|-
| Layout cells sized above 1 || 0.0914
|-
| First-pass GRT wire length || 6530 microns
|-
| DRC violation count after routing || 0
|-
| Sum of buffers and inverters on the critical path || 2
|-
| Gp weighted congestion || 0.902
|-
| Post-Synthesis Cell Area || 0.00201 sq mm
|-
| Tool warnings || 26
|-
| Period Utilization, post-route || 0.377
|-
| Maximum level of the CTS H-tree || 2
|-
| Clock input transition at the sequential cells of the worst setup and hold paths || 0.07 ns
|-
| Number of diodes || 0
|-
| Count of instances resized after the clock tree is built || 0
|-
| Initial DRT Pass Iterations || 4
|-
| Crit path depth || 4
|-
| Switching Power || 0.265 mW
|-
| Max transition margin || 0.496
|-
| Final Hold Violation Tally || 0
|-
| Yosys-reported design area after synthesis || 0.00201 sq mm
|-
| Worst EP required || 6.84 ns
|-
| DR WL/cell || 15.1 microns
|-
| Port buffer count || 3
|-
| Total power divided by cell area || 345 mW/mm^2
|-
| Chip width || 72.8 microns
|-
| Total grt overflow || 0
|-
| CP cell instances || clkdlybuf4s50_1 > nor2_1 > a211oi_4 > buf_4
|-
| RSZ-0062 raised after global routing || false
|-
| Type of the tightest min-delay check || reg2reg
|-
| Transition time of the tightest slew-check pin || 0.749 ns
|-
| Maximum number of pins on one net before global-route repair || 33
|-
| Overall fraction of global-route tracks in use || 0.165
|-
| Final core area utilization || 0.463
|-
| Setup skew after layout || 0.00487 ns
|-
| Critical register-to-register path startpoint || i[16]
|-
| Cell count listed in synth_stat.txt || 193
|-
| Core box area || 0.00479 sq mm
|-
| Async set-or-reset flop fraction in the synthesized netlist || 0.0294
|-
| Stage delay of the slowest cell on the critical path || 0.45 ns
|-
| Post-DP HPWL || 2600 microns
|-
| Critical path destination || i[13]
|-
| Number of buffers added to fix hold violations after cts || 0
|-
| Cell count after synthesis || 193
|-
| Clk sink count || 34
|-
| Number of max-slew violations in the final report || 0
|-
| Final setup TNS || 0 ns
|-
| Number of global-route vias before repair || 1384
|-
| Root buffer cell || sky130_fd_sc_hd__clkbuf_8
|-
| Data arrival time at the worst-slack endpoint || 2.54 ns
|-
| Count of warnings emitted by yosys || 2
|-
| Antenna Violating Nets Remaining || 0
|-
| Post-Synthesis Mean Instance Area || 10.4 sq um
|-
| Number of top-level pins || 7
|-
| Multi-input gate area || 921 sq um
|-
| Static leakage || 0.668 nW
|-
| Number of vias in the routed layout || 1517
|-
| R2r worst-path depth || 5
|-
| Part of the total power dissipated in combinational logic || 0.241
|-
| Antenna violations before repair || 0
|-
| Critical Path Slowest Stage Cell || sky130_fd_sc_hd__clkdlybuf4s50_1
|-
| Floorplan die area || 0.00530 sq mm
|-
| Peak supply drop || 0.192 mV
|-
| Critical R2R Capture || i[13]
|-
| Clock tree from TritonCTS || built
|-
| Commonest flop || sky130_fd_sc_hd__edfxtp_1
|-
| Final setup violation count || 0
|-
| Fillcell total || 436
|-
| Highest achievable clock rate || 385 MHz
|-
| Floorplan row count || 25
|-
| Final-layout worst hold slack || 0.563 ns
|-
| Number of DRC markers in iteration 0 || 147
|-
| Clock period minus final worst setup slack || 2.60 ns
|-
| Minimum setup slack among reg-to-reg paths || 4.53 ns
|-
| CTS Buffer Depth || 2
|-
| Number of max-cap violations || 0
|-
| Fraction of power spent switching nets || 0.346
|-
| Combined flip-flop and latch cell area || 0.00102 sq mm
|-
| Die extent in y || 72.8 microns
|-
| EDFF count, synth || 33
|-
| Synthesized registers || 34
|-
| Effective utilization at floorplan || 0.419
|-
| Category of cells accounting for the largest share of critical-path delay || buffers and inverters
|-
| Count of distinct cell types in the synthesized netlist || 36
|-
| Critical Path Fanout Max || 32
|-
| Design internal power || 0.501 mW
|-
| Seq/Total Area, Yosys || 0.506
|-
| Startpoint-to-endpoint class of the critical path || in2reg
|-
| Post-CTS Setup Inserts || 0
|-
| Via-to-Cell Ratio || 5.75
|-
| Kind of launch point of the worst setup path || input pin
|-
| Sequential cell fraction of total power || 0.527
|-
| Startpoint of the most critical setup path || start
|}
layout by cell type (no fill, tap or decap), types with 2 or more instances in the layout:
cell type / synthesis / final
sky130_fd_sc_hd__edfxtp_1: 33 / 33
sky130_fd_sc_hd__nor2_1: 17 / 17
sky130_fd_sc_hd__a21oi_1: 16 / 16
sky130_fd_sc_hd__nor4_1: 15 / 15
sky130_fd_sc_hd__nand2_1: 13 / 13
sky130_fd_sc_hd__inv_1: 9 / 9
sky130_fd_sc_hd__xnor2_1: 7 / 7
sky130_fd_sc_hd__xor2_1: 7 / 7
sky130_fd_sc_hd__nand3_1: 7 / 7
sky130_fd_sc_hd__nand4_1: 6 / 6
sky130_fd_sc_hd__or4_1: 6 / 6
sky130_fd_sc_hd__o31ai_1: 6 / 6
sky130_fd_sc_hd__or3_1: 5 / 5
sky130_fd_sc_hd__o41ai_1: 5 / 5
sky130_fd_sc_hd__clkbuf_8: 0 / 5
sky130_fd_sc_hd__and4_1: 4 / 4
sky130_fd_sc_hd__o21ai_0: 3 / 3
sky130_fd_sc_hd__nand4bb_1: 3 / 3
sky130_fd_sc_hd__clkdlybuf4s50_1: 0 / 3
sky130_fd_sc_hd__buf_4: 2 / 3
sky130_fd_sc_hd__nand4_4: 2 / 2
sky130_fd_sc_hd__and2_1: 2 / 2
sky130_fd_sc_hd__nand2b_1: 2 / 2
sky130_fd_sc_hd__nand4b_1: 2 / 2
sky130_fd_sc_hd__conb_1: 1 / 2
sky130_fd_sc_hd__clkinv_2: 0 / 2
sequential cells by signal, indices dropped and copies added, names as in the netlist:
name	cells
i	32
state	1
sclk	1
worst reg2reg max path: stages, from the launching register on:
cell and delay [ns]:
sky130_fd_sc_hd__edfxtp_1 0.47, sky130_fd_sc_hd__nor4_1 0.35, sky130_fd_sc_hd__and4_1 0.28, sky130_fd_sc_hd__a41oi_1 0.21, sky130_fd_sc_hd__a211oi_4 0.28, sky130_fd_sc_hd__buf_4 0.42
cell type report:
cell class	count	area share
Timing Repair Buffer	6	0.0237
Multi-Input combinational cell	140	0.416
Tap cell	67	0.0378
Clock inverter	3	0.0181
Clock buffer	5	0.0311
Sequential cell	34	0.458
Inverter	9	0.0152
cell families after synthesis:
kind of cell	synth area share
mux	0.00499
buf+inv	0.0430
fa+ha+maj	0.00623
other cells	0.00187
xor+xnor	0.0611
flops	0.506
compound gates	0.104
simple gates	0.272
layer usage:
layer | up-vias | GRT usage | wire [microns]
li1 | 754 | - | -
met1 | 706 | 0.278 | 2050
met2 | 49 | 0.239 | 1680
met3 | 8 | 0.0350 | 188
met4 | 0 | 0.0283 | 56
met5 | - | 0 | 0
worst min path at each step:
stage         from   end  slack [ns]  depth (start not counted)
finish        sclk  sclk        0.56                          1
CTS           sclk  sclk        0.57                          1
global route  sclk  sclk        0.60                          1
power by group through the flow:
stage         clock network (mW)  logic [mW]  registers, mW
global route               0.190       0.208          0.414
CTS                        0.183       0.186          0.402
finish                     0.178       0.184          0.403
metrics by stage:
stage / worst slack [ns] / instance area (sq um) / power (mW) / instances
6_report: 4.30 / 2220 / 0.765 / 264
2_1_floorplan: 2.56 / 2010 / 0.528 / 194
5_1_grt: 4.23 / 2220 / 0.812 / 264
4_1_cts: 4.30 / 2220 / 0.770 / 264
3_3_place_gp: 4.01 / 2110 / 0.582 / 256
3_5_place_dp: 4.00 / 2110 / 0.590 / 256
Yosys cell counts (6+ instances only):
cell | number | area [sq um]
sky130_fd_sc_hd__edfxtp_1 | 33 | 991
sky130_fd_sc_hd__nor2_1 | 17 | 63.8
sky130_fd_sc_hd__a21oi_1 | 16 | 80.1
sky130_fd_sc_hd__nor4_1 | 15 | 93.8
sky130_fd_sc_hd__nand2_1 | 13 | 48.8
sky130_fd_sc_hd__inv_1 | 9 | 33.8
sky130_fd_sc_hd__nand3_1 | 7 | 35.0
sky130_fd_sc_hd__xnor2_1 | 7 | 61.3
sky130_fd_sc_hd__xor2_1 | 7 | 61.3
sky130_fd_sc_hd__clkbuf_1 | 6 | 22.5
sky130_fd_sc_hd__nand4_1 | 6 | 37.5
sky130_fd_sc_hd__o31ai_1 | 6 | 45.0
sky130_fd_sc_hd__or4_1 | 6 | 45.0
Power figures rest on the tool's default switching activity, not on a simulated workload.
