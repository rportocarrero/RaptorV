==> /design/flow/design.v <==
module DataMemory (
    input [31:0] address,
    input [31:0] write_data,
    input write_enable,
    input read_enable,
    output reg [31:0] read_data
);
reg [31:0] memory[255:0];
always @(posedge write_enable) begin
    memory[address] <= write_data;
end
always @(posedge read_enable) begin
    read_data <= memory[address];
end
endmodule
==> /design/flow/run.sh <==
#!/bin/bash
# OpenROAD 26Q1-2900-gdf79404cd8, Yosys 0.63+post, stock flow scripts
make -C /OpenROAD-flow-scripts/flow DESIGN_CONFIG=/design/flow/config.mk WORK_HOME=/design/flow/orfs finish
==> /design/flow/config.mk <==
export PLATFORM = sky130hd
export DESIGN_NAME = DataMemory
export DESIGN_NICKNAME = DataMemory
export VERILOG_FILES = /design/flow/design.v
export SDC_FILE = /design/flow/constraint.sdc
export NUM_CORES = 4
export LEC_CHECK = 1
export CORE_UTILIZATION = 40
export SYNTH_MEMORY_MAX_BITS = 65536
==> /design/flow/constraint.sdc <==
current_design DataMemory

set clk_period 56.5
set clk_io_pct 0.2

create_clock -name clk0 -period $clk_period [get_ports {read_enable}]
create_clock -name clk1 -period $clk_period [get_ports {write_enable}]

set non_clock_inputs [all_inputs -no_clocks]
set_input_delay [expr $clk_period * $clk_io_pct] -clock clk0 $non_clock_inputs
set_output_delay [expr $clk_period * $clk_io_pct] -clock clk0 [all_outputs]
==> reports/qor.yml <==
status: "completed"
ys_seq_share_pct: 79.8
crit_fanout: 64
synth-async-reset-ratio_pct: 0
area_growth_pct: 14.4
die_w_um: 881
synth_area_per_cell_um2: 23.7
top_area_cell: "edfxtp_1"
top_cells_by_count: "edfxtp_1 (8192), mux4_2 (2048), a22oi_1 (1024)"
arrival_ns: 18.18
ant_nets: 0
drc: 0
p_leak_nw: 107
design.die.area_um2: 776000
yosys_most_used_dff: "edfxtp_1"
max_slew_margin_pct: 27.5
io_pins: 98
drv_slew: 0
power_density_nw_per_um2: 35.2
whs_ns: 1.82
syn_inst: 13100
drive_above_1_share_pct: 29.7
drt-initial-drc-count: 10400
synth-seq-cells: 8224
gp_congestion: 0.883
holdBufCountCts: 0
critPathCaptureType: "register"
finalHoldViolCount: 0
crit_type: "input pin to register"
track_usage_pct: 24.4
finalPower_w: 0.0125
tightest_slew_ns: 1.08
yosys-top-cells-area: "edfxtp_1 (80%), mux4_2 (15%), a22oi_1 (2.5%), a21oi_1 (0.83%), clkbuf_1 (0.53%)"
finalSetupTns_ns: 0
cp_data_required_time_ns: 56.52
grt_max_degree: 123
yosys_area_um2: 309000
clk_pin_slew_worst_paths_ns: 0.07
io_buffers: 72
synth_cell_types: 19
dieHeight_um: 881
initCoreUtil_pct: 40.2
fin_cells: 24900
grt_pass1_wl_um: 1190000
cts_tree: "yes"
top_cell_area_share_pct: 79.6
dpl.hpwl_um: 494000
synthMostInstantiatedCell: "edfxtp_1"
crit_path_start_kind: "input pin"
ir_worst_vdd_v: 0.0000366
placed_cells: 23400
vias: 144000
edf_count: 8192
setup_viol: 0
yosysWarnings: 1
core-area_um2: 770000
tool_warnings: 59
hold_path_class: "register to register"
cts_resized: 0
antenna_found_initial: 51
rows: 322
ys_cells: 13100
post-cts-setup-buffer-count: 0
overflow: 0
rsz0062_at_grt: "false"
firstDrtPassIters: 6
final_area_um2: 354000
syn_area_um2: 309000
cts.sinks: 8224
avgRoutedWirePerCell_um: 34.2
max_cap_viol_count: 0
place_area_um2: 329000
grt_pass1_vias: 160000
via_per_inst: 5.79
wl_um: 852000
-- final cells by class --
cell class	instances	area, um2
Clock inverter	465	3890
Antenna cell	33	82.6
Timing Repair Buffer	918	7570
Multi-Input combinational cell	4051	61800
Tap cell	10200	12800
Fill cell	62000	416000
Sequential cell	8224	247000
Clock buffer	999	20900
-- layer usage --
layer / global-route usage (%) / wire (um)
met1: 25.8 / 242000
met3: 21.5 / 169000
met4: 9.07 / 43000
met2: 34.9 / 398000
met5: 1.39 / 1470
-- flip-flops by register name (all words and copies together) (netlist names) --
signal and flops:
memory 8192, read_data 32
-- per-stage QoR --
step / utilization [%] / setup slack, ns
6_report: 46.0 / 38.35
5_1_grt: 46.0 / 37.67
4_1_cts: 45.9 / 38.12
3_5_place_dp: 42.7 / 37.78
3_3_place_gp: 42.7 / 37.75
2_1_floorplan: - / 41.86
-- power by group --
part           internal [W]  leakage, nW  switching (W)  total (W)
clock               0.00283         12.1        0.00228    0.00511
combinational      0.000202         21.4       0.000404   0.000606
sequential          0.00674         73.9      0.0000150    0.00675
-- cell families after synthesis --
logic type	after synthesis	synth area share, %
multiplexers	2048	14.9
AND/OR/NAND/NOR	339	0.451
flip-flops	8224	79.8
buffers and inverters	790	1.16
AND-OR/OR-AND	1664	3.68
-- worst max-delay path, cell delays in order --
cell and delay, ns:
buf_16 0.35, buf_4 0.56, buf_4 0.53, buf_4 0.54
buf_4 0.40, buf_4 0.49, buf_4 0.56, buf_4 0.63
mux4_2 0.60, a22oi_1 0.25, a21oi_1 0.12, buf_4 0.21
o41ai_2 0.78, nand4_1 0.59
-- placed cells by master (no fill, tap or decap), types with 46 or more instances in the layout --
| cell type | count |
|---|---|
| nor2_4 | 258 |
| mux4_2 | 2048 |
| clkinv_2 | 127 |
| clkbuf_1 | 193 |
| clkinv_1 | 226 |
| clkbuf_16 | 806 |
| bufinv_16 | 46 |
| edfxtp_1 | 8192 |
| o41ai_1 | 49 |
| o41ai_2 | 64 |
| a21oi_1 | 509 |
| buf_4 | 822 |
| a22oi_1 | 1024 |
-- worst paths after layout --
path	startpoint	to	slack, ns	depth (start not counted)
worst min-delay path	memory[49][8]$_DFFE_PP_	read_data[8]$_DFF_P_	1.82	5
worst max register to register	memory[90][4]$_DFFE_PP_	read_data[4]$_DFF_P_	52.40	6
min in group clk1	write_data[8]	memory[156][8]$_DFFE_PP_	10.50	1
worst min register to register	memory[49][8]$_DFFE_PP_	read_data[8]$_DFF_P_	1.82	5
max in group clk1	address[0]	memory[41][26]$_DFFE_PP_	41.53	9
worst max-delay path	address[0]	read_data[26]$_DFF_P_	38.35	14
Power and IR drop assume default switching activity.
